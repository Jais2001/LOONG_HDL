File: ./config.mk
export PLATFORM = sky130hd
export DESIGN_NAME = LOONG_ENC
export DESIGN_NICKNAME = LOONG_ENC
export VERILOG_FILES = /design/flow/design.v
export SDC_FILE = /design/flow/constraint.sdc
export NUM_CORES = 4
export LEC_CHECK = 1
export CORE_UTILIZATION = 50
export SYNTH_HDL_FRONTEND = slang
File: ./constraint.sdc
current_design LOONG_ENC

set clk_period 6.1
set clk_io_pct 0.2

create_clock -name clk0 -period $clk_period [get_ports {clk}]

set non_clock_inputs [all_inputs -no_clocks]
set_input_delay [expr $clk_period * $clk_io_pct] -clock clk0 $non_clock_inputs
set_output_delay [expr $clk_period * $clk_io_pct] -clock clk0 [all_outputs]
File: ./design.v
module LOONG_ENC (
    input wire clk,
    input wire reset,
    input wire[3:0] plaintext[15:0], 
    input wire[3:0] roundKey[15:0],
    output reg[3:0] ciphertext[15:0]
);
reg [3:0] state[0:3][0:3];
reg [3:0] round_constant[0:3][0:3];
reg [3:0] state_scell[0:3][0:3];
reg [3:0] state_subcell[0:3][0:3];
reg [3:0] state_subcell2[0:3][0:3];
reg [3:0] ste_mxrow[0:3][0:3];
reg [3:0] ste_mxcoloumn[0:3][0:3];
reg [3:0] state_mixrow[0:3][0:3];
reg [3:0] state_mixcoloumn[0:3][0:3];
reg [3:0] plain_matrix[0:3][0:3];
reg [3:0] round_key[0:3][0:3];
integer k,l,c,d;
reg[5:0] i;
reg[5:0] g;
reg do_subcell;
reg sbcell_done;
reg subcell_cmplt;
reg matrix_cmplt;
reg matrix_complete;
reg Rconst_complete;
reg Rconst_cmplt;
reg mixrow_complete;
reg mixrow_cmplt; 
reg mixcoloumn_complete;
reg mixcoloumn_cmplt;
reg[3:0] loong_states;
localparam text_key_matrix = 4'b0000;
localparam AddRoundKey_initial = 4'b0001;
localparam SubCells_state1 = 4'b0010;
localparam Mixrow_state = 4'b0011;
localparam  Mixcoloumn_state = 4'b0100;
localparam SubCells_state2 = 4'b0101;
localparam AddRoundKey_Loop = 4'b0110;
localparam Cipher_state = 4'b0111 ;
text_matrix  matirx_form(
    .clck(clk),
    .rst(reset),
    .text(plaintext),
    .RKey(roundKey),
    .txt_matrix(plain_matrix),
    .key_matrix(round_key),
    .matrix_done(matrix_cmplt)
);
round_const rnd_cnst(
    .clock(clk),
    .rst(reset),
    .j(i),
    .round_cnst(round_constant),
    .Rconst_done(Rconst_cmplt)
);
subcells subcell(
    .clock(clk),
    .rst(reset),
    .in_matrix(state),
    .subcell_in(do_subcell),
    .out_matrix(state_scell),
    .subcell_done(sbcell_done)
);
Mixrow mixrow(
    .clock(clk),
    .rst(reset),
    .st_mixrow(state_subcell),
    .mixr_state(ste_mxrow),
    .mixrow_done(mixrow_cmplt)
);
Mixcoloumn mixcoloumn(
    .clock(clk),
    .rst(reset),
    .st_mixcoloumn(state_mixrow),
    .mixc_state(ste_mxcoloumn),
    .mixcoloumn_done(mixcoloumn_cmplt)
);
always @(posedge clk or negedge reset) begin
    if(~reset)begin
        loong_states <= text_key_matrix;
        matrix_complete <= 0;
        Rconst_complete <=0;
        do_subcell <= 0;
        subcell_cmplt <= 0; 
        mixrow_complete <= 0;
        mixcoloumn_complete <= 0;  
        g <= 0;
    end
    else begin
        case (loong_states)
            text_key_matrix:begin  
                if(matrix_cmplt == 1)begin
                    state <= plain_matrix;
                    i <= 0;
                    loong_states <= AddRoundKey_initial;
                end 
                else begin
                    loong_states <= text_key_matrix;
                end                
            end 
            AddRoundKey_initial:begin  
                if (Rconst_cmplt == 1)begin
                    for (k=0;k<4;k=k+1) begin
                        for (l=0;l<4;l=l+1) begin
                            state[k][l] <= plain_matrix[k][l] ^ round_key[k][l] ^ round_constant[k][l];
                        end
                    end
                    do_subcell <= 1;
                    loong_states <= SubCells_state1;
                end
                else begin
                    loong_states <= AddRoundKey_initial;
                end
            end
            SubCells_state1 : begin  
                if (sbcell_done == 1) begin
                    state_subcell <= state_scell;
                    do_subcell <= 0;
                    loong_states <= Mixrow_state;
                end
                else begin
                    loong_states <= SubCells_state1;
                end           
            end
            Mixrow_state : begin  
                if(mixrow_cmplt == 1 )begin
                    state_mixrow <= ste_mxrow;
                    loong_states <= Mixcoloumn_state;
                end
                else begin
                    loong_states <= Mixrow_state;
                end
            end
            Mixcoloumn_state : begin  
                if(mixcoloumn_cmplt == 1)begin
                    state_mixcoloumn <= ste_mxcoloumn;
                    state <= state_mixcoloumn;
                    do_subcell <= 1;
                    loong_states <= SubCells_state2;
                end
                else begin
                    loong_states <= Mixcoloumn_state;
                end               
            end
            SubCells_state2 : begin  
                if (sbcell_done == 1) begin
                    state_subcell2 <= state_scell;
                    do_subcell <= 0;
                    i <= i + 1;
                    loong_states <= AddRoundKey_Loop;
                end
                else begin
                    loong_states <= SubCells_state2;
                end     
            end
            AddRoundKey_Loop:begin  
                if(Rconst_cmplt == 1)begin
                    for (k=0;k<4;k=k+1) begin
                        for (l=0;l<4;l=l+1) begin
                            state[k][l] <= state_subcell2[k][l] ^ round_key[k][l] ^ round_constant[k][l];
                        end
                    end
                    if (i <= 15) begin  
                        do_subcell <= 1;
                        loong_states <= SubCells_state1;
                    end
                    else begin
                        loong_states <= Cipher_state;
                    end
                end
                else begin
                    loong_states <= AddRoundKey_Loop;
                end
            end
            Cipher_state : begin  
                for(c=0;c<4;c=c+1)begin
                    for (d=0;d<4;d=d+1) begin
                        ciphertext[g] <= state[c][d];
                        g = g + 1;
                    end
                end
            end
            default: begin
                loong_states <= text_key_matrix;
            end
        endcase
    end    
end   
endmodule
module Mixcoloumn(
    input wire clock,
    input wire rst,
    input wire[3:0] st_mixcoloumn[0:3][0:3],
    output reg[3:0] mixc_state[0:3][0:3],
    output reg[1:0] mixcoloumn_done
);
reg [3:0] ans;
reg [7:0] temp_a;
reg [3:0] temp_b;
reg check;
reg [3:0]temp;
integer i,j,k,l;
reg [3:0] mixcoloumn_matrix[3:0][3:0];
initial begin
    mixcoloumn_matrix[0][0] <= 4'd13;  mixcoloumn_matrix[0][1] <= 4'd9;  mixcoloumn_matrix[0][2] <= 4'd4;  mixcoloumn_matrix[0][3] <= 4'd1;
    mixcoloumn_matrix[1][0] <= 4'd9;  mixcoloumn_matrix[1][1] <= 4'd13;  mixcoloumn_matrix[1][2] <= 4'd1; mixcoloumn_matrix[1][3] <= 4'd4;
    mixcoloumn_matrix[2][0] <= 4'd4;  mixcoloumn_matrix[2][1] <= 4'd1; mixcoloumn_matrix[2][2] <= 4'd13;  mixcoloumn_matrix[2][3] <= 4'd9;
    mixcoloumn_matrix[3][0] <= 4'd1; mixcoloumn_matrix[3][1] <= 4'd4;  mixcoloumn_matrix[3][2] <= 4'd9;  mixcoloumn_matrix[3][3] <= 4'd13;
end
function [3:0] galiosmultiplication;
    input[3:0] a,b;
    begin
        ans = 8'b00000000;  
        temp_a = {4'b0000, a}; 
        for (i = 0; i < 4; i = i + 1) begin
            if (b[i] == 1'b1) begin
                ans = ans ^ temp_a; 
            end
            if (temp_a[7] == 1'b1) begin
                temp_a = (temp_a << 1) ^ 8'h03;  
            end else begin
                temp_a = temp_a << 1; 
            end
        end
        galiosmultiplication = ans[3:0]; 
    end
endfunction
always @(posedge clock or negedge rst) begin
    if (~rst) begin
        mixcoloumn_done <= 0;
    end else begin
        if (mixcoloumn_done == 0) begin
            for (j=0;j<4;j = j +1) begin
                for (k=0;k<4;k = k +1) begin
                    temp = 4'b0000;
                    for (l = 0;l<4 ;l = l +1) begin
                        temp = temp ^ galiosmultiplication(mixcoloumn_matrix[l][k],st_mixcoloumn[j][l]);
                    end
                    mixc_state[j][k] <= temp;
                end      
            end
            mixcoloumn_done <= 1;    
        end else begin
            mixcoloumn_done <= 0;
        end
    end
end
endmodule
module Mixrow(
    input wire clock,
    input wire rst,
    input wire[3:0] st_mixrow[0:3][0:3],
    output reg[3:0] mixr_state[0:3][0:3],
    output reg mixrow_done
);
reg [3:0] ans;
reg [7:0] temp_a;
reg check;
reg [3:0]temp;
integer i,j,k,l;
reg [3:0] mixrow_matrix[3:0][3:0];
initial begin
    mixrow_matrix[0][0] <= 4'd1;  mixrow_matrix[0][1] <= 4'd4;  mixrow_matrix[0][2] <= 4'd9;  mixrow_matrix[0][3] <= 4'd13;
    mixrow_matrix[1][0] <= 4'd4;  mixrow_matrix[1][1] <= 4'd1;  mixrow_matrix[1][2] <= 4'd13; mixrow_matrix[1][3] <= 4'd9;
    mixrow_matrix[2][0] <= 4'd9;  mixrow_matrix[2][1] <= 4'd13; mixrow_matrix[2][2] <= 4'd1;  mixrow_matrix[2][3] <= 4'd4;
    mixrow_matrix[3][0] <= 4'd13; mixrow_matrix[3][1] <= 4'd9;  mixrow_matrix[3][2] <= 4'd4;  mixrow_matrix[3][3] <= 4'd1;
end
function [3:0] galiosmultiplication;
    input [3:0] a, b;
    begin
        ans = 8'b00000000; 
        temp_a = {4'b0000, a}; 
        for (i = 0; i < 4; i = i + 1) begin
            if (b[i] == 1'b1) begin
                ans = ans ^ temp_a; 
            end
            if (temp_a[7] == 1'b1) begin
                temp_a = (temp_a << 1) ^ 8'h03;  
            end else begin
                temp_a = temp_a << 1; 
            end
        end
        galiosmultiplication = ans[3:0];  
    end
endfunction
always @(posedge clock or negedge rst) begin
    if (~rst) begin
        mixrow_done <= 0;
    end else begin
        if (mixrow_done == 0) begin
            for (j=0;j<4;j = j +1) begin
                for (k=0;k<4;k = k +1) begin
                    temp = 4'b0000;
                    for (l = 0;l<4 ;l = l + 1) begin
                        temp = temp ^ galiosmultiplication(st_mixrow[j][l],mixrow_matrix[l][k]);  
                    end
                    mixr_state[j][k] <= temp;
                end      
            end
            mixrow_done <= 1;
        end else begin
            mixrow_done <= 0;
        end      
    end
end
endmodule
module round_const (
    input wire clock,
    input wire rst,
    input wire[5:0] j,
    output reg [3:0]round_cnst[0:3][0:3],
    output reg Rconst_done 
);
reg[7:0]rc = 0;
reg[5:0] do_round_const;
reg [7:0] roundcnst [0:32];
initial begin
    roundcnst[0] <= 8'h01;
    roundcnst[1] <= 8'h03;
    roundcnst[2] <= 8'h07;
    roundcnst[3] <= 8'h0F;
    roundcnst[4] <= 8'h1F;
    roundcnst[5] <= 8'h3E;
    roundcnst[6] <= 8'h3D;
    roundcnst[7] <= 8'h3B;
    roundcnst[8] <= 8'h37;
    roundcnst[9] <= 8'h2F;
    roundcnst[10] <= 8'h1E;
    roundcnst[11] <= 8'h3C;
    roundcnst[12] <= 8'h39;
    roundcnst[13] <= 8'h33;
    roundcnst[14] <= 8'h27;
    roundcnst[15] <= 8'h0E;
    roundcnst[16] <= 8'h1D;
    roundcnst[17] <= 8'h3A;
    roundcnst[18] <= 8'h35;
    roundcnst[19] <= 8'h2B;
    roundcnst[20] <= 8'h16;
    roundcnst[21] <= 8'h2C;
    roundcnst[22] <= 8'h18;
    roundcnst[23] <= 8'h30;
    roundcnst[24] <= 8'h21;
    roundcnst[25] <= 8'h02;
    roundcnst[26] <= 8'h05;
    roundcnst[27] <= 8'h0B;
    roundcnst[28] <= 8'h17;
    roundcnst[29] <= 8'h2E;
    roundcnst[30] <= 8'h1c;
    roundcnst[31] <= 8'h38;
    roundcnst[32] <= 8'h31;   
end
always @(posedge clock or negedge rst) begin
    if (~rst) begin
        Rconst_done <= 0;       
    end
    else begin
        if(Rconst_done == 0)begin
            round_cnst[0][0] <= 0;
            round_cnst[0][1] <= 0;
            round_cnst[0][2] <= 0;
            round_cnst[0][3] <= roundcnst[j][5] ^ roundcnst[j][4] ^ roundcnst[j][3];
            round_cnst[1][0] <= 0;
            round_cnst[1][1] <= 0;
            round_cnst[1][2] <= 1;
            round_cnst[1][3] <= roundcnst[j][2] ^ roundcnst[j][1] ^ roundcnst[j][0];
            round_cnst[2][0] <= 0;
            round_cnst[2][1] <= 0;
            round_cnst[2][2] <= 2;
            round_cnst[2][3] <= roundcnst[j][5] ^ roundcnst[j][4] ^ roundcnst[j][3];
            round_cnst[3][0] <= 0;
            round_cnst[3][1] <= 0;
            round_cnst[3][2] <= 4;   
            round_cnst[3][3] <= roundcnst[j][2] ^ roundcnst[j][1] ^ roundcnst[j][0];
            Rconst_done <= 1;
        end else begin
            Rconst_done <= 0;  
        end
    end
end
endmodule
module subcells (
    input wire clock,
    input wire rst,
    input wire[3:0] in_matrix[0:3][0:3],
    input wire subcell_in,
    output reg[3:0] out_matrix[0:3][0:3],
    output reg subcell_done
);
integer m,n;
initial begin
    subcell_done <= 0;
end
reg [3:0] s_box[0:15];
initial begin 
    s_box[0] = 4'hC;
    s_box[1] = 4'hA;
    s_box[2] = 4'hD;
    s_box[3] = 4'h3;
    s_box[4] = 4'hE;
    s_box[5] = 4'hB;
    s_box[6] = 4'hF;
    s_box[7] = 4'h7;
    s_box[8] = 4'h9;
    s_box[9] = 4'h8;
    s_box[10] = 4'h1;
    s_box[11] = 4'h5;
    s_box[12] = 4'h0;
    s_box[13] = 4'h2;
    s_box[14] = 4'h4;
    s_box[15] = 4'h6;
end
always @(posedge clock or negedge rst) begin 
    if (!rst) begin
        subcell_done <= 0;
    end else if (subcell_in) begin
        for (m = 0; m < 4; m = m + 1) begin
            for (n = 0; n < 4; n = n + 1) begin
                out_matrix[m][n] <= s_box[in_matrix[m][n]];
            end    
        end
        subcell_done <= 1;
    end else begin
        subcell_done <= 0;
    end
end    
endmodule
module text_matrix(
    input wire clck,
    input wire rst,
    input wire [3:0] text[15:0], 
    input wire [3:0] RKey[15:0], 
    output reg [3:0] txt_matrix[0:3][0:3], 
    output reg [3:0] key_matrix[0:3][0:3], 
    output reg matrix_done 
);
reg [3:0] num; 
integer i, j;
initial begin
    matrix_done <= 0;
    num <= 4'd15; 
end
always @(posedge clck or negedge rst) begin
    if (!rst) begin
        matrix_done <= 0;
        num <= 4'd15; 
    end else begin
        if (matrix_done == 0) begin
            for (i = 0; i < 4; i = i + 1) begin
                for (j = 0; j < 4; j = j + 1) begin
                    txt_matrix[i][j] <= text[num];
                    key_matrix[i][j] <= RKey[num];
                    num <= num - 1;
                end
            end
            matrix_done <= 1; 
        end else begin
            matrix_done <= 0; 
        end
    end
end
endmodule
File: ./run.sh
#!/bin/bash
# OpenROAD 26Q1-2900-gdf79404cd8, Yosys 0.63+post, stock flow scripts
make -C /OpenROAD-flow-scripts/flow DESIGN_CONFIG=/design/flow/config.mk WORK_HOME=/design/flow/orfs finish
==> CHANGELOG.md <==
### Implementation results

- Setup TNS: 0 ns
- Post-CTS resize count: 0
- Net Sw Frac: 0.1893
- Fin. Hold Viols: 0
- DR WL/cell: 24.48 um
- Layout cell share with drive strength beyond 1: 0.1052
- Mux cell area share after synthesis: 0.03996
- Top-count cell post-synth: edfxtp_1
- Crit share post-route: 0.6126
- Cts bufs inserted: 66
- Status: finished, final reports clean
- Ports: 194
- Dominant cell area share: 0.6759
- Worst EP required: 6.60 ns
- Slew headroom: 0.3973
- Startpoint Class: primary input
- Cell Rows: between 80 and 90
- CTS tree: done
- Tmin final: 3.737 ns
- Setup CP Type: in -> reg
- Total clock sinks: between 600 and 700
- Vias per cell: between 5 and 6
- Worst Path Arrival: 4.23 ns
- Dominant Register Cell: edfxtp_1
- Unique cell types: between 60 and 70
- Iteration-0 DRC Markers: 967
- Commonest cells post-synth: edfxtp_1 (592), xnor2_1 (267), xor2_1 (98), clkbuf_1 (76), a22o_1 (66)
- FF+latch count, synth: between 600 and 700
- Internal power: approximately 7 mW
- Syn Area/Cell: roughly 16 um^2
- Lkg Pwr: between 10 and 15 nW
- Post-Syn Instances: 1616
- Peak supply drop: 0.2026 mV
- Area growth syn-to-layout: 17.84%
- Actual slew at the worst max-slew pin: between 0.9 and 1 ns
- RSZ-0062 raised after global routing: false
- F_max: 267.6 MHz
- Finish-stage setup viols: 0
- Aoi share: 0.08425
- Setup bufs post-CTS: 0
- Clock Pin Slew Worst Setup and Hold Paths: 0.06 ns
- Tot GR Track Use: 0.2657
- Chip area: 53530 um^2
- Post-DP HPWL: approximately 43000 um
- Final Slew Violations: 0
- Adder Area Share: 0.008372
- Clk root buf: clkbuf_16
- Layout Cells excl Fill: 2544
- Async set-reset flop share out of synthesis: 0.03393
- MaxCap Viol Count: 0
- RePlAce Congestion: 0.9024
- Cell area leaders: edfxtp_1 (68%), xnor2_1 (8.9%), mux4_2 (3.4%), xor2_1 (3.3%), a22o_1 (2.2%)
- Pwr Density: 273.4 nW/um^2
- Die H: roughly 230 um
- Post-DRT Antenna Nets: 0
- Core Util at FP: 0.5096
- Simple Share, Synth: 0.02340
- Number of port buffers: 193
- Seq share, synth: 0.7006
- Clock power share: 0.442
- Remaining global-route overflow: 0
- Skew final: 0.02273 ns
- NetSw: between 1.5 and 2 mW
- Via Count: 14140
- Pin count of the biggest net entering global routing: ~67
- First-pass GRT wire length: 92870 um
- Post-synth area from yosys stat: 26300 um^2
- Combinational cell fraction of total power: 0.016
- Core box area: 51610 um^2
- EDFF count, synth: 592
- Worst Setup End Kind: flip-flop
- Late-Pin Clk Latency: 0.59 ns
- Seq pwr share: 0.543
- WL final: 62280 um
- Vias in the first global route: 14650
- 1st-pass router iterations: 5
- Synth Cell Area: approximately 26000 um^2
- Hold crit path type: reg -> reg
- Ys Warns: 0
- # hold bufs at CTS: 0
- Main logic family: XOR/XNOR gates
- H-tree levels: 3
- Critical path peak fanout: 35
- Die width: 231.4 um
- Yosys cell count: about 1600
- XOR/XNOR Area Share: 0.1215
- Clk buf depth: 3
- Synth area leader: edfxtp_1
- Tool warnings: 34
- Initial antenna violation count: 2
- DR DRC count: 0
- Inst Count DP: 2428
## state kept, by name, summed over array words and instances (netlist names), 3 cells and up, named ones only
| signal | flops |
|---|---|
| state_mixcoloumn | 64 |
| ciphertext | 64 |
| subcell.out_matrix | 64 |
| state_mixrow | 64 |
| mixrow.mixr_state | 64 |
| matirx_form.key_matrix | 4 |
| state_subcell | 64 |
| matirx_form.num | 4 |
| matirx_form.txt_matrix | 4 |
| g | 3 |
| mixcoloumn.mixc_state | 64 |
| state_subcell2 | 64 |
| state | 64 |
| loong_states | 8 |
| i | 6 |
## layer usage
layer  vias to the layer above  GRT usage  part of all wire
li1                       6534          -                 -
met1                      6954     0.4097              0.39
met2                       528     0.3838              0.47
met3                       116     0.1253              0.11
met4                         4    0.05505             0.027
met5                         -    0.01011            0.0012
## cell families (layout without fill, tap and decap cells)
group / after synthesis / after routing
mux: 53 / 53
other cells: 0 / 1
fa+ha+maj: 19 / 19
flops: 619 / 619
buf+inv: 143 / 390
xor+xnor: 365 / 365
simple gates: 123 / 123
compound gates: 294 / 294
## layout make-up
class	instances	area [um^2]
Clock inverter	33	261.5
Fill cell	3733	20620
Antenna cell	1	2.502
Timing Repair Buffer	221	2142
Tap cell	680	850.8
Inverter	54	207.7
Clock buffer	82	1733
Multi-Input combinational cell	854	7366
Sequential cell	619	18430
## cells in the final DEF (no fill, tap or decap), types with 6 or more instances in the layout
cell             instances
nand3_1                  7
nand2b_1                 7
clkinv_2                11
a22o_1                  66
xor2_1                  98
edfxtp_1               592
clkbuf_16               67
a221o_1                 57
inv_1                   52
mux2i_1                  9
buf_4                   28
clkdlybuf4s50_1        193
xnor2_1                267
o22ai_1                 22
dfxtp_1                  6
nand2_1                 40
a21o_1                   6
a22oi_1                 16
nor2_1                  28
clkbuf_1                15
mux4_2                  40
maj3_1                   7
dfrtp_1                 14
o21ai_0                 37
ha_1                    12
a21oi_1                 57
clkinv_1                14
## worst paths after layout
check | cells after the start | slack [ns] | endpoint | from
worst max-delay path | 10 | 2.36 | flip-flop | reset
worst min-delay path | 0 | 0.41 | state_mixcoloumn[6]$_DFFE_PP_ | mixcoloumn.mixc_state[6]$_DFFE_PP_
worst max register to register | 5 | 2.98 | state[10]$_DFFE_PP_ | loong_states[3]$_DFF_PN0_
worst min register to register | 0 | 0.41 | state_mixcoloumn[6]$_DFFE_PP_ | mixcoloumn.mixc_state[6]$_DFFE_PP_
max in group asynchronous | 2 | 4.72 | matirx_form.num[1]$_DFFE_PN1N_ | reset
min in group asynchronous | 2 | 1.04 | g[3]$_DFFE_PN0P_ | reset
## worst max-delay path, cell delays in order
cell             delay [ns]
clkdlybuf4s50_1        0.45
buf_4                  0.36
nand3_4                0.21
inv_6                  0.20
mux2i_1                0.68
inv_1                  0.26
ha_1                   0.29
o211ai_1               0.18
a32oi_1                0.12
nor3_1                 0.24
## stage by stage
stage	setup WS (ns)	cell area [um^2]	total power [mW]	utilization	hold WS [ns]
detailed placement	1.704	29000	4.820	0.5618	0.4012
global route	2.068	30990	8.743	0.6005	0.4208
global placement	1.694	29000	4.819	0.5618	0.3953
floorplan	1.297	26300	4.723	-	0.3677
CTS	2.326	30990	8.572	0.6005	0.4081
finish	2.363	30990	8.475	0.6005	0.4112
## power groups by stage
stage / clock, mW / sequential [mW] / combinational [mW]
CTS: 3.84 / 4.60 / 0.134
global route: 4.01 / 4.59 / 0.143
finish: 3.74 / 4.60 / 0.133
Power is estimated from default activity; no workload was simulated.
